<file path="run.sh">
#!/bin/bash
# OpenROAD 26Q1-2900-gdf79404cd8, Yosys 0.63+post, stock flow scripts
make -C /OpenROAD-flow-scripts/flow DESIGN_CONFIG=/design/flow/config.mk WORK_HOME=/design/flow/orfs finish
</file>
<file path="config.mk">
export PLATFORM = sky130hd
export DESIGN_NAME = STACK_BASED_ALU
export DESIGN_NICKNAME = STACK_BASED_ALU
export VERILOG_FILES = /design/flow/design.v
export SDC_FILE = /design/flow/constraint.sdc
export NUM_CORES = 4
export LEC_CHECK = 1
export CORE_UTILIZATION = 40
</file>
<file path="constraint.sdc">
current_design STACK_BASED_ALU

set clk_period 32.1
set clk_io_pct 0.2

create_clock -name clk0 -period $clk_period [get_ports {clk}]

set non_clock_inputs [all_inputs -no_clocks]
set_input_delay [expr $clk_period * $clk_io_pct] -clock clk0 $non_clock_inputs
set_output_delay [expr $clk_period * $clk_io_pct] -clock clk0 [all_outputs]
</file>
<file path="design.v">
module STACK_BASED_ALU #(parameter n = 32, parameter STACK_SIZE = 32, parameter POINTER_SIZE = 5) (
    input clk,
    input rst,
    input [2:0] opcode,
    input signed [n-1:0] input_data,
    output reg signed [n-1:0] output_data,
    output reg overflow,
    output reg [POINTER_SIZE-1:0] sp
);
    reg signed [n-1:0] first_operand, second_operand;
    reg signed [2*n-1:0] full_product;
    reg signed [n-1:0] stack [0:STACK_SIZE-1];
    always @(posedge clk or posedge rst) begin
        if (rst) begin
            sp = 0;
            output_data = 0;
            overflow = 0;
        end 
        else begin
            if(opcode == 3'b100) begin
                if (sp >= 2) begin
                    first_operand = stack[sp-1];
                    second_operand = stack[sp-2];
                    output_data = first_operand + second_operand;
                    overflow = (~first_operand[n-1] & ~second_operand[n-1] & output_data[n-1]) | (first_operand[n-1] & second_operand[n-1] & ~output_data[n-1]);
                end 
                else
                    overflow <= 0;
            end
            else if(opcode == 3'b101) begin
                if (sp >= 2) begin
                    first_operand = stack[sp-1];
                    second_operand = stack[sp-2];
                    full_product = first_operand * second_operand;
                    output_data = full_product[n-1:0];
                    overflow = $signed(full_product != output_data);
                end 
                else
                    overflow <= 0;
            end
            else if(opcode == 3'b110) begin
                if (sp < STACK_SIZE) begin
                    stack[sp] <= input_data;
                    sp <= sp + 1;
                end
            end
            else if(opcode == 3'b111) begin
                if (sp > 0) begin
                    output_data <= stack[sp-1]; 
                    stack[sp-1] = 0;
                    sp <= sp - 1;
                end
            end
            else begin
                output_data <= output_data;
                overflow <= overflow;
            end
        end
    end
endmodule
</file>
==> metrics.cfg <==
[run_status]
outcome=finished, final reports clean

[synthesis]
synth_warnings=2
ys_types=88
synth.top_cell.area_share=0.370
async_flop_share=0.0358
syn_avg_cell_area_sq_um=11.1
synth-seq-cells=1062
yosys-top-cells-count=1083 x fa_1, 1046 x inv_1, 1024 x edfxtp_1
edf_count=1024
yosys.area.top_type=edfxtp_1
topCellsByArea=edfxtp_1 37%, fa_1 26%, inv_1 4.7%
synthCells=7474
synthMostInstantiatedCell=fa_1
ys_cells=7474
yosys_area_sq_um=83000
flop_cell=edfxtp_1
syn-cell-area_sq_um=83000
ys_seq_frac=0.382

[setup_path]
rrSetupSlack_ns=17.27
critPathLaunchType=flip-flop
cp_num_buf_inv=14
critPathArrivalTime_ns=15.41
path_class=flip-flop to flip-flop
slowest_stage=a221oi_1
crit_path_end_kind=flip-flop
regToRegEndpoint=output_data[31]
required_ns=32.68
startpoint=sp[2]
crit_path_frequent_cell=inv_1
critPathTopFamily=adder cells
rr_worst_depth=41
reg2reg_from=sp[2]
cp_max_fo=29
max_stage_delay_ns=1.01

[route]
drc_errors=0
drtIter0Drc=6763
vias=66600
first_pass_iters=13
antenna_left=0
viasPerCell=6.45
routedWlPerCell_um=37.6
wirelength_um=388000

[placement]
dp_hpwl_um=256000
gp_congestion=1.07
dp.cells=10100
placed_area_sq_um=88900
post-place-ws_ns=17.62
port_buffers=74

[clocking]
cts.sinks=1062
cts_root_buf=clkbuf_16
cts_resized=0
hold_buffers=0
post_cts_buffers=0
cts_tree=built
insertion_delay_ns=0.82
path_clk_slew_ns=0.07
ctsLongestPathBuffers=3
numCtsBuffers=110
htreeDepth=3

[finish]
area_delta_synth_final_pct=11.5
final_cells=10300
drive_gt1_frac=0.0905
postLayoutCellArea_sq_um=92600

[floorplan]
die-area_sq_um=209000
initial_core_util=0.404
pin_count=75
die-height_um=458
rows=166
dieWidth_um=458
fp.coreArea_sq_um=205000

[sta]
finClkSkew_ns=0.0670
tightest_slew_ns=1.31
clock.fmax_mhz=67.4
rsz0062_at_grt=no
finalCritPeriodShare=0.462
setup-tns-final_ns=0
finalSetupViolCount=0
hold_violations=0
fin_crit_ns=14.83
max_slew_margin=0.127
fin_ws_ns=17.27
drv_slew=0

[grt]
grt_pass1_vias=70800
grt_use_total=0.401
antenna_found_initial=13
grt_max_degree=40
grt_pass1_wl_um=538000
gr-total-overflow=0

[min_path]
whs_path_depth=2
worstHoldStart=output_data[17]
hold_path.class=flip-flop to flip-flop
min_to=output_data[17]

[run]
warnings=36
maxCapViolations=0

-- worst max path at each step --
| stage | end | cells after the start |
|---|---|---|
| after global routing | output_data[31] | 41 |
| after CTS | overflow | 43 |
| final | output_data[31] | 41 |
-- area by class of cell --
type / count / area (sq um)
antenna: 5 / 12.5
clock buffer: 121 / 2790
clock inverter: 81 / 902
fill: 18500 / 113000
inverter: 1067 / 4010
multi-input combinational: 4892 / 46600
sequential: 1062 / 31700
tap: 2688 / 3360
timing repair buffer: 405 / 3230
-- cells in the final DEF, fill, tap and decap left out, drive strengths merged, types with 19 or more instances in the layout --
cell type      Yosys  layout
a211oi            19      19
a21o              43      43
a21oi            192     192
a221oi           180     180
a222oi            62      62
a22o             175     175
a22oi            467     467
a31o              26      26
a31oi             26      26
and2              47      47
and3              22      22
buf              137     332
clkbuf           316     121
clkdlybuf4s50      0      73
clkinv            21      70
dfrtp             38      38
edfxtp          1024    1024
fa              1083    1083
ha               229     229
inv             1046    1058
mux2i             37      37
nand2            649     649
nand3            129     129
nand4            150     150
nor2             773     773
nor2b             40      40
nor3              72      72
nor4              27      27
o21ai            132     132
xnor2             69      69
xor2              39      39
-- registers in the layout, summed over array words and instances, names as in the netlist --
name / cells
stack: 1024
output_data: 32
sp: 5
overflow: 1
-- stage by stage --
step                utilization  hold slack [ns]
global placement          0.433            0.460
floorplan                     -            0.426
global route              0.451            0.511
finish                    0.451            0.477
CTS                       0.451            0.486
detailed placement        0.433            0.465
-- cells by family after synthesis --
kind of cell | Yosys count | synth area share
flops | 1062 | 0.382
simple gates | 1976 | 0.104
buf+inv | 1520 | 0.0705
xor+xnor | 108 | 0.0116
mux | 40 | 0.00491
fa+ha+maj | 1312 | 0.296
compound gates | 1456 | 0.131
-- layer usage --
layer	up-vias	routed length [um]	global-route usage
met1	32400	120000	0.449
li1	26100	-	-
met4	51	31200	0.225
met3	1748	72700	0.307
met5	-	1290	0.0565
met2	6226	162000	0.543
-- worst reg2reg max path: cells and delay by family, from the launching register on --
kind | cells | cell delay, ns
buffers and inverters | 14 | 2.86
DFF | 1 | 0.73
muxes | 1 | 0.16
adders and majority gates | 11 | 5.00
and+or+nand+nor | 6 | 2.16
xor gates and xnor gates | 1 | 0.59
AOI/OAI and AO/OA | 8 | 3.15
